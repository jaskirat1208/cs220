`design.v`:
```
`timescale 1ns / 1ps
module TestLCD(clk, sf_e, e, rs, rw, d, c, b, a);
(* LOC = "C9" *)  input clk;  
(* LOC = "D16" *) output reg sf_e;  
(* LOC = "M18" *) output reg e;  
(* LOC = "L18" *) output reg rs;	 
(* LOC = "L17" *) output reg rw;	 
(* LOC = "M15" *) output reg d;	 
(* LOC = "P17" *) output reg c;	 
(* LOC = "R16" *) output reg b;	 
(* LOC = "R15" *) output reg a;	 
reg [26:0] count = 0;	 
reg [5:0] code;	 
reg refresh;	 
always @ (posedge clk) begin
count <= count + 1;
case (count [26:21])	 
0: code <= 6'h03;	 
1: code <= 6'h03;	 
2: code <= 6'h03;	 
3: code <= 6'h02;	 
4: code <= 6'h02;  
5: code <= 6'h08;  
6: code <= 6'h00;  
7: code <= 6'h06;  
8: code <= 6'h00;  
9: code <= 6'h0C;  
10: code <= 6'h00;  
11: code <= 6'h01;  
12: code <= 6'h24;  
13: code <= 6'h23;  
14: code <= 6'h26;  
15: code <= 6'h2F; 
16: code <= 6'h26;  
17: code <= 6'h2D; 
18: code <= 6'h27;  
19: code <= 6'h20;
20: code <= 6'h27;  
21: code <= 6'h25;
22: code <= 6'h27;  
23: code <= 6'h24;
24: code <= 6'h26;  
25: code <= 6'h25;
26: code <= 6'h27;  
27: code <= 6'h22;  
28: code <= 6'b001100;  
29: code <= 6'b000000;  
30: code <= 6'h24;  
31: code <= 6'h2F;
32: code <= 6'h27;  
33: code <= 6'h22; 
34: code <= 6'h26;  
35: code <= 6'h27; 
36: code <= 6'h26;  
37: code <= 6'h21; 
38: code <= 6'h26;  
39: code <= 6'h2E; 
40: code <= 6'h26;  
41: code <= 6'h29;
42: code <= 6'h27;  
43: code <= 6'h2A;
44: code <= 6'h26;  
45: code <= 6'h21;
46: code <= 6'h27;  
47: code <= 6'h24;
48: code <= 6'h26;  
49: code <= 6'h29;
50: code <= 6'h26;  
51: code <= 6'h2F;
52: code <= 6'h26;  
53: code <= 6'h2E;  
default: code <= 6'h10;  
endcase 
refresh <= count[ 20 ];  
sf_e <= 1; e <= refresh; 
rs <= code[5]; rw <= code[4]; 
d <= code[3]; c <= code[2];  
b <= code[1]; a <= code[0]; 
end  
endmodule
```
`run.sh`:
```
#!/bin/bash
# OpenROAD 26Q1-2900-gdf79404cd8, Yosys 0.63+post, stock flow scripts
make -C /OpenROAD-flow-scripts/flow DESIGN_CONFIG=/design/flow/config.mk WORK_HOME=/design/flow/orfs finish
```
`config.mk`:
```
export PLATFORM = sky130hd
export DESIGN_NAME = TestLCD
export DESIGN_NICKNAME = TestLCD
export VERILOG_FILES = /design/flow/design.v
export SDC_FILE = /design/flow/constraint.sdc
export NUM_CORES = 4
export LEC_CHECK = 1
export CORE_UTILIZATION = 30
```
`constraint.sdc`:
```
current_design TestLCD

set clk_period 6.4
set clk_io_pct 0.2

create_clock -name clk0 -period $clk_period [get_ports {clk}]

set non_clock_inputs [all_inputs -no_clocks]
set_input_delay [expr $clk_period * $clk_io_pct] -clock clk0 $non_clock_inputs
set_output_delay [expr $clk_period * $clk_io_pct] -clock clk0 [all_outputs]
```
==> reports/notes.md <==
The run finished with clean final reports. The total routing resource utilization after global routing is 10.20%. The violation tally from detailed-route iteration zero was 84; the power density of the placed cells was 228.9 mW/mm2. For the number of warnings printed during yosys synthesis, the log shows 1. The clock tree synthesis step divided the H-tree into 2 levels. TritonCTS built the clock tree.

In this run the maximum-capacitance check reported violations numbering 0. The pin count of the biggest net entering global routing is 24, and the post-synthesis chip area from yosys is 0.001802 mm2. With the peak fanout along the critical path at 1, the number of resized instances in the post-cts repair step is 0. Most frequently used cell type in the post-synthesis netlist: sky130_fd_sc_hd__dfxtp_1.

The leakage power total is 0.6637 nW, and the unique cell type count in the Yosys netlist is 37. The total clock sinks was 41; the total count of max-transition violations in the final report was 0. Listed in order, past its start point the critical path passes clkdlybuf4s50_1. The run gives 5.076% for the layout cell share with drive strength beyond 1. Data on the critical path arrives at its endpoint at 1.05 ns. In this run the tightest slew margin relative to its limit is 41.71%. For this design, the CTS-stage hold fixing added 0 buffers. Path category of the worst min-delay check: flop to flop. Clock skew on the completed layout was measured at 0.007026 ns. After synthesis the netlist holds a flip-flop and latch count of 41. The placement stage leaves a total instance area of 0.001924 mm2. After floorplanning, the core was divided into 27 placement rows.

The flip-flop cell with the highest count after synthesis was sky130_fd_sc_hd__dfxtp_1. In this run the remaining antenna-violating nets after routing total 0. Across the VDD grid, the largest voltage drop is 0.09733 mV. The first detailed-routing pass ran for 4 iterations. The run gives 10.97 um for the detail-routed net length per standard cell. Once the clock tree was built, the setup fixing pass inserted 0 buffers. The number of cells on the critical path was 1; the ratio of routed vias to standard cells was 4.822.

STA puts the critical path data required time at 5.12 ns. The layout overhead on the synthesized area works out to 13.26%. The synthesized netlist handed to floorplanning was reported with a cell count of 191.

The number of antenna diodes is 0. In the Yosys report the total cell count is 191. Number of synthesized flops with an enable pin: 0.

The transition time recorded at the tightest slew-check pin is 0.8663 ns. In this design, the largest share of critical-path delay is due to buffers and inverters. In this run the cell area of the synthesized design comes to 0.001802 mm2. Of the synthesized area, sequential elements account for 45.56%. Setup violations remaining at the end of the flow were counted as 0.

After routing the design area is 0.002041 mm2. The final cycle utilization of the critical path came out at 36.34%. STA classifies the critical path startpoint as a flop. The kind of capture point of the worst setup path was an output pin. For reference, the top cells by count after synthesis are 41 x sky130_fd_sc_hd__dfxtp_1, 22 x sky130_fd_sc_hd__xnor2_1, 11 x sky130_fd_sc_hd__nand2_1, 11 x sky130_fd_sc_hd__nor2_1. Among all stages on the critical path, the maximum delay recorded is 0.45 ns. The run gives 79.50 um for the die extent in x. The number of cell instances on the worst register-to-register path works out to 5.

The die area came out at 0.006319 mm2. The run gives 5 for the clock buffer count from CTS. The number of buffers and inverters on the critical path was 1; the via count of the first global-routing pass was 1107.

For this run the aggregate overflow at the end of global routing stands at 0. The final wirelength was 2951 um. Count of endpoints failing hold in the final timing report: 0. By area the synthesized netlist is led by sky130_fd_sc_hd__dfxtp_1 46%, sky130_fd_sc_hd__xnor2_1 11%, sky130_fd_sc_hd__ha_1 4.9%, sky130_fd_sc_hd__nand4_1 2.8%, sky130_fd_sc_hd__nand3_1 2.5%. OpenROAD emitted warnings numbering 30. Of all flip-flops after synthesis, the portion carrying an async set or reset was 0%. The register clock-pin slew on the reported worst setup and hold paths is 0.08 ns, and the initial antenna violation count is 0. The minimum clock period is 2.326 ns.

Root buffer selected by CTS: sky130_fd_sc_hd__clkbuf_8. The critical path start-end classification is flop to output pin. Hold analysis shows the worst path with a depth of 0.

After its last routability iteration, the placer logged a weighted congestion of 0.7976. Sorting the Yosys area breakdown by cell type puts at the top sky130_fd_sc_hd__dfxtp_1. Maximum buffer depth of the clock tree: 2.

Tally of filler cells in the layout: 547. The clock network latency to the later pin of the worst-skew pair was 0.29 ns. Initial standard-cell utilization of the core: 31.94%.

For the number of vias in the routed layout, the log shows 1297. Once detailed placement completed, the half-perimeter wirelength came to 2044 um. With the core footprint at 0.005642 mm2, the mean area per synthesized cell is 9.433 um2. Master of the slowest instance on the critical path: sky130_fd_sc_hd__clkdlybuf4s50_1. The tools report the final routed DRC violation total as 0. Setup repair after global routing left no endpoint under its margin. For the final-layout setup total negative slack, the log shows 0 ns. The quantity of I/O buffers inserted on ports was 7; the final cell utilization of the core was 36.17%. The run gives 9 as the top-level I/O count.

The run gives 0.4300 GHz for the maximum frequency from static timing analysis. The share of synthesized area in the top cell type comes to 45.56%. The first global-routing pass estimated 5106 um of wire.

Per the OpenROAD floorplan log, the height of the die is 79.50 um.
[metrics by stage]
| stage | hold WS [ns] | power, W | instances | setup slack (ns) |
|---|---|---|---|---|
| 2_1_floorplan | 0.3096 | 0.0002613 | 191 | 4.745 |
| 3_3_place_gp | 0.3111 | 0.0002609 | 261 | 4.385 |
| 3_5_place_dp | 0.3121 | 0.0002609 | 261 | 4.383 |
| 4_1_cts | 0.3306 | 0.0004737 | 269 | 4.060 |
| 5_1_grt | 0.3341 | 0.0004830 | 269 | 4.003 |
| 6_report | 0.3299 | 0.0004670 | 269 | 4.074 |
[worst paths after layout]
check | from | slack, ns | endpoint
worst min-delay path | code[4]$_SDFF_PN0_ | 0.33 | rw$_DFF_P_
worst min register to register | code[4]$_SDFF_PN0_ | 0.33 | rw$_DFF_P_
worst max register to register | count[0]$_DFF_P_ | 4.40 | count[20]$_DFF_P_
worst max-delay path | b$_DFF_P_ | 4.07 | b
[cell type report]
cell class,count,area (um2),share of cell area [%]
clock buffer,7,86.33,4.231
clock inverter,1,30.03,1.471
inverter,8,30.03,1.471
multi-input combinational,133,913.4,44.76
sequential,41,820.8,40.22
tap,72,90.09,4.414
timing repair buffer,7,70.07,3.433
[power by group]
group             total (W)  internal (W)  leakage [nW]  switching, W
clock network      0.000212      0.000127        0.0585     0.0000850
logic          0.0000000104             0         0.275  0.0000000101
registers          0.000255      0.000255         0.330             0
[cell usage in the layout (no fill, tap or decap), types with 7 or more instances in the layout]
master	Yosys	layout
sky130_fd_sc_hd__clkdlybuf4s50_1	0	7
sky130_fd_sc_hd__dfxtp_1	41	41
sky130_fd_sc_hd__ha_1	7	7
sky130_fd_sc_hd__inv_1	8	8
sky130_fd_sc_hd__nand2_1	11	11
sky130_fd_sc_hd__nand3_1	9	9
sky130_fd_sc_hd__nand4_1	8	8
sky130_fd_sc_hd__nor2_1	11	11
sky130_fd_sc_hd__nor3_1	7	7
sky130_fd_sc_hd__o21ai_0	9	9
sky130_fd_sc_hd__xnor2_1	22	22
[kinds of logic (layout without fill, tap and decap cells)]
kind of cell,count (synthesis),after routing,synth area share [%]
compound gates,31,31,11.60
xor+xnor,27,27,13.12
fa+ha+maj,7,7,4.861
buf+inv,17,23,3.750
flops,41,41,45.56
other cells,1,1,0.2081
simple gates,67,67,20.90
[flip-flops by register name, indices dropped and copies added (netlist names)]
register / cells
a: 1
b: 1
c: 1
code: 6
count: 27
d: 1
e: 1
refresh: 1
rs: 1
rw: 1
[metal layers]
metal  vias up  track usage, %  routed length, um  share of wire [%]
met5         -               0                  0                  0
met4         0           2.364                 50                1.7
met3         7           2.320                128                4.3
met2        30           14.27               1213                 41
met1       584           16.04               1559                 53
li1        676               -                  -                  -
No activity file was given, so power comes from the tool's default toggle rates.
