## design.v

```verilog
`timescale 1ns / 1ps
module LCD_Disp(clk, sf_e, e, rs, rw, d, c, b, a);
(* LOC = "C9" *)  input clk;  
(* LOC = "D16" *) output reg sf_e;  
(* LOC = "M18" *) output reg e;  
(* LOC = "L18" *) output reg rs;	 
(* LOC = "L17" *) output reg rw;	 
(* LOC = "M15" *) output reg d;	 
(* LOC = "P17" *) output reg c;	 
(* LOC = "R16" *) output reg b;	 
(* LOC = "R15" *) output reg a;	 
reg [26:0] count = 0;	 
reg [5:0] code;	 
reg refresh;	 
always @ (posedge clk) begin
count <= count + 1;
case (count [26:21])	 
0: code <= 6'h03;	 
1: code <= 6'h03;	 
2: code <= 6'h03;	 
3: code <= 6'h02;	 
4: code <= 6'h02;  
5: code <= 6'h08;  
6: code <= 6'h00;  
7: code <= 6'h06;  
8: code <= 6'h00;  
9: code <= 6'h0C;  
10: code <= 6'h00;  
11: code <= 6'h01;  
12: code <= 6'h24;  
13: code <= 6'h23;  
14: code <= 6'h26;  
15: code <= 6'h2F; 
16: code <= 6'h26;  
17: code <= 6'h2D; 
18: code <= 6'h27;  
19: code <= 6'h20;
20: code <= 6'h27;  
21: code <= 6'h25;
22: code <= 6'h27;  
23: code <= 6'h24;
24: code <= 6'h26;  
25: code <= 6'h25;
26: code <= 6'h27;  
27: code <= 6'h22;  
28: code <= 6'b001100;  
29: code <= 6'b000000;  
30: code <= 6'h24;  
31: code <= 6'h2F;
32: code <= 6'h27;  
33: code <= 6'h22; 
34: code <= 6'h26;  
35: code <= 6'h27; 
36: code <= 6'h26;  
37: code <= 6'h21; 
38: code <= 6'h26;  
39: code <= 6'h2E; 
40: code <= 6'h26;  
41: code <= 6'h29;
42: code <= 6'h27;  
43: code <= 6'h2A;
44: code <= 6'h26;  
45: code <= 6'h21;
46: code <= 6'h27;  
47: code <= 6'h24;
48: code <= 6'h26;  
49: code <= 6'h29;
50: code <= 6'h26;  
51: code <= 6'h2F;
52: code <= 6'h26;  
53: code <= 6'h2E;  
default: code <= 6'h10;  
endcase 
refresh <= count[ 20 ];  
sf_e <= 1; e <= refresh; 
rs <= code[5]; rw <= code[4]; 
d <= code[3]; c <= code[2];  
b <= code[1]; a <= code[0]; 
end  
endmodule
```

## run.sh

```bash
#!/bin/bash
# OpenROAD 26Q1-2900-gdf79404cd8, Yosys 0.63+post, stock flow scripts
make -C /OpenROAD-flow-scripts/flow DESIGN_CONFIG=/design/flow/config.mk WORK_HOME=/design/flow/orfs finish
```

## config.mk

```make
export PLATFORM = sky130hd
export DESIGN_NAME = LCD_Disp
export DESIGN_NICKNAME = LCD_Disp
export VERILOG_FILES = /design/flow/design.v
export SDC_FILE = /design/flow/constraint.sdc
export NUM_CORES = 4
export LEC_CHECK = 1
export CORE_UTILIZATION = 40
```

## constraint.sdc

```tcl
current_design LCD_Disp

set clk_period 6.4
set clk_io_pct 0.2

create_clock -name clk0 -period $clk_period [get_ports {clk}]

set non_clock_inputs [all_inputs -no_clocks]
set_input_delay [expr $clk_period * $clk_io_pct] -clock clk0 $non_clock_inputs
set_output_delay [expr $clk_period * $clk_io_pct] -clock clk0 [all_outputs]
```

==> summary.txt <==
Observations from the implementation run.

Die:
- The run gives the horizontal die size as around 69 microns.
- After floorplanning, the core was divided into 24 placement rows.
- Measured along the y axis, the die boundary spans between 60 and 70 microns.
- The run puts the full die area at ~4800 sq um.
- In this run the count of I/O pins placed on the die edge is 9.
- The floorplan step defined a core boundary enclosing 4350 sq um.
- Once the floorplan was initialized, standard cells occupied a little over 40% of the core.

Timing:
- The run puts the worst slew slack as a fraction of its limit at 42.3%.
- The final max-slew violation count recorded for this run is 0.
- The run gives the worst setup skew after layout as a little under 6 ps.
- The run gives the time the final worst path needs with I/O delays and setup as 2330 ps.
- The run gives the achievable clock frequency as between 400 and 500 MHz.
- Setup repair after global routing left no endpoint under its margin.
- The run gives the post-route setup TNS as 0 ps.
- The run gives the final number of hold-violating endpoints as 0.
- The run gives the transition time at the pin with the least slew margin as about 860 ps.
- The run gives the smallest setup slack after layout as around 4100 ps.
- The run gives the setup violation total in the final timing report as 0.
- The run gives the period utilization as 36.3%.

Critical path:
- The run gives the critical path class as register to output pin.
- The worst setup path is captured at an output pin.
- The run puts the data required time of the critical path at between 5000 and 6000 ps.
- The cell sequence reported for the critical path is clkdlybuf4s50_1.
- In this design, the stage delay of the slowest critical-path cell is approximately 460 ps.
- In this run the register-to-register setup slack is approximately 4400 ps.
- In this run the worst setup path terminates at e.
- Looking at the critical path, the highest net fanout was 1.
- The run gives the launching instance or port of the critical path as e$_DFF_P_.
- Per the timing report, the most critical flop-to-flop path originates at count[0]$_DFF_P_.
- The worst setup path is launched from a register.
- STA shows the worst reg2reg path with a cell count of 5.
- The timing report shows that the slowest cell on the worst path is sky130_fd_sc_hd__clkdlybuf4s50_1.
- The STA report counts the stages on the worst setup path as 1.
- Together, buffers and inverters on the worst path number 1.
- The endpoint identified for the worst register-to-register timing path is count[20]$_DFF_P_.
- The OpenROAD report gives the critical path a data arrival time of about 1100 ps.
- On the critical path the largest part of the delay comes from buffers and inverters.

Clock tree:
- The CTS report gives the tree buffer count as 5.
- The run puts the number of clock sinks at slightly above 40.
- The run gives the clock tree from TritonCTS as yes.
- The skew report gives the latency at the later pin of the worst-skew pair as 280 ps.
- The run gives the cell chosen for the clock root as sky130_fd_sc_hd__clkbuf_8.
- In this run the deepest clock path goes through 2 buffers.
- The run puts the cell resize tally after clock tree synthesis at 0.
- The run gives the H-tree depth as 2.
- The run puts the total of hold buffers inserted after clock tree synthesis at 0.
- The run gives the post-CTS setup repair buffer count as 0.
- The run puts the post-CTS clock slew at the launch and capture registers of the worst setup and hold paths at ~70 ps.

Logic synthesis:
- Synthesis produced about 190 cells.
- Warnings reported by Yosys during synthesis add up to 1.
- The chip area line in the Yosys stat output reads ~1800 sq um.
- The run gives the summed instance area of the synthesized netlist as 1800 sq um.
- The synthesis stat section lists a flop and latch total of ~41.
- The run puts the number of different library cells in the post-synthesis netlist at 37.
- The run puts the cell total in the yosys stat output at about 190.
- The run gives the mean post-synth cell area as 9.43 sq um.
- The run gives the post-synthesis sequential area ratio as a little under half.

GRT:
- The number of antenna violations at the first check in global routing came to 0.
- Summed over all layers, the global routing overflow is 0.
- The first global-routing pass estimated roughly 5200 microns of wire.
- The run gives the number of global-route vias before repair as about 1200.
- The run puts the overall global routing resource usage at a little over an eighth.
- The run puts the largest net degree at the start of global routing at 24.

Final layout:
- The run gives the end-of-flow core utilization as between 40% and 50%.
- Summing all multi-input logic gate instances after layout gives ~910 sq um.
- The run puts the filler cell count at 401.
- From synthesis to final layout, the design area changed by 10.4%.
- The top cell types in the final layout, fill and taps aside, are sky130_fd_sc_hd__dfxtp_1 (41), sky130_fd_sc_hd__xnor2_1 (22), sky130_fd_sc_hd__nand2_1 (11), sky130_fd_sc_hd__nor2_1 (11).
- The top cell type in the final layout, fill and taps aside, is sky130_fd_sc_hd__dfxtp_1.
- The finished layout holds approximately 250 standard cells, fillers aside.
- The run puts the fraction of final layout cells sized beyond drive strength 1 at 5.10%.
- The run puts the footprint of the flip-flops and latches at 821 sq um.

Routing:
- The run gives the detailed-routing iteration count for the pre-antenna-repair pass as 4.
- After detailed routing, the number of vias per cell comes to between 5 and 6.
- The run puts the final routed wire length divided by cell count at approximately 12 microns.
- The run puts the number of violations reported at the end of detailed-routing iteration 0 at 67.
- In this run the remaining antenna-violating nets after routing total 0.
- The run puts the total detailed-routing wirelength at 2970 microns.
- The routed layout has approximately 1300 vias.
- The run gives the residual DRC count as 0.
- The repair_antennas step left the layout with diodes totalling 0.

Power and ir drop:
- IR analysis of the VDD net gives a maximum drop of 0.000116 V.
- The run gives the power per cell area as 211 nW/um^2.
- Total power for the finished layout comes to between 0.4 and 0.5 mW.
- The run gives the leakage power summed over all cells as between 0.6 and 0.7 nW.

Placement:
- The run gives the count of input and output buffers as 7.
- OpenSTA, run right after detailed placement, puts the worst setup slack at ~4400 ps.
- The run gives the number of placed cells counting well taps as 241.
- RePlAce ended its routability-driven mode at a weighted congestion of around 0.85.
- The run puts the HPWL reported at the end of detailed placement at 2110 microns.

Outcome:
- The flow ran to the end, and the final reports show no timing, DRC or antenna violations.

Run:
- The run gives the OpenROAD warning count as 30.
- The run puts the number of max-capacitance violations reported at 0.

Worst hold path:
- The most critical min-delay path falls under register to register.
routing by layer:
metal	part of all wire (%)	up-vias	global-route usage [%]
li1	-	677	-
met1	50	608	20.5
met2	45	27	20.5
met3	4.0	6	2.97
met4	1.6	0	1.81
met5	0	-	0
registers in the layout, summed over array words and instances (netlist names):
name	cells
d	1
count	27
b	1
c	1
refresh	1
rs	1
code	6
a	1
rw	1
e	1
Yosys cell counts:
library cell,n,area (sq um)
sky130_fd_sc_hd__a211oi_1,4,30.0
sky130_fd_sc_hd__a21boi_0,2,15.0
sky130_fd_sc_hd__a21oi_1,4,20.0
sky130_fd_sc_hd__a22oi_1,2,15.0
sky130_fd_sc_hd__and2_1,1,6.26
sky130_fd_sc_hd__and3_1,2,12.5
sky130_fd_sc_hd__and4_1,1,8.76
sky130_fd_sc_hd__buf_1,3,11.3
sky130_fd_sc_hd__buf_4,1,7.51
sky130_fd_sc_hd__clkbuf_1,5,18.8
sky130_fd_sc_hd__conb_1,1,3.75
sky130_fd_sc_hd__dfxtp_1,41,821
sky130_fd_sc_hd__ha_1,7,87.6
sky130_fd_sc_hd__inv_1,8,30.0
sky130_fd_sc_hd__nand2_1,11,41.3
sky130_fd_sc_hd__nand2b_1,2,12.5
sky130_fd_sc_hd__nand3_1,9,45.0
sky130_fd_sc_hd__nand3b_1,1,7.51
sky130_fd_sc_hd__nand4_1,8,50.1
sky130_fd_sc_hd__nand4_4,1,21.3
sky130_fd_sc_hd__nor2_1,11,41.3
sky130_fd_sc_hd__nor2b_1,6,37.5
sky130_fd_sc_hd__nor3_1,7,35.0
sky130_fd_sc_hd__nor3b_1,2,15.0
sky130_fd_sc_hd__nor4_1,3,18.8
sky130_fd_sc_hd__nor4_2,1,12.5
sky130_fd_sc_hd__o2111ai_1,1,8.76
sky130_fd_sc_hd__o211ai_1,3,22.5
sky130_fd_sc_hd__o21ai_0,9,45.0
sky130_fd_sc_hd__o22ai_1,1,6.26
sky130_fd_sc_hd__o31a_1,1,8.76
sky130_fd_sc_hd__o32a_1,2,20.0
sky130_fd_sc_hd__o32ai_1,1,8.76
sky130_fd_sc_hd__o41ai_1,1,8.76
sky130_fd_sc_hd__or4_4,1,11.3
sky130_fd_sc_hd__xnor2_1,22,193
sky130_fd_sc_hd__xor2_1,5,43.8
per-stage QoR:
| step | hold slack, ps | instance area (sq um) |
|---|---|---|
| global route | 335 | 1990 |
| detailed placement | 313 | 1900 |
| global placement | 313 | 1900 |
| finish | 327 | 1990 |
| floorplan | 310 | 1800 |
| CTS | 330 | 1990 |
worst min-delay path by stage:
stage                    from        end  slack (ps)  cells after the start
CTS           code[1]$_DFF_P_  b$_DFF_P_         330                      0
global route  code[1]$_DFF_P_  b$_DFF_P_         340                      0
finish        code[2]$_DFF_P_  c$_DFF_P_         330                      0
cell type report:
type                       instances  share of cell area [%]
inverter                           8                    1.51
clock inverter                     1                   0.377
sequential                        41                    41.3
timing repair buffer               7                    3.52
tap                               52                    3.27
clock buffer                       6                    4.15
multi-input combinational        133                    45.9
report_power, final:
group / total (mW) / internal [mW] / switching [mW]
Sequential: 0.255 / 0.255 / 0
Clock: 0.164 / 0.0851 / 0.0787
Combinational: 0.0000175 / 0 / 0.0000173
worst register-to-register path, cell delays in order, from the launching register on:
cell                      delay, ps
sky130_fd_sc_hd__dfxtp_1        380
sky130_fd_sc_hd__ha_1           200
sky130_fd_sc_hd__nand3_1        240
sky130_fd_sc_hd__nor4_1         720
sky130_fd_sc_hd__nand4_1        210
sky130_fd_sc_hd__xnor2_1        160
kinds of logic after synthesis:
logic type | synth area share, %
AND/OR/NAND/NOR | 20.9
adder cells (fa/ha/maj) | 4.86
XOR/XNOR | 13.1
buffers and inverters | 3.75
AND-OR/OR-AND | 11.6
flip-flops | 45.6
other | 0.208
Power figures rest on the tool's default switching activity, not on a simulated workload.
