<file path="/design/flow/config.mk">
export PLATFORM = sky130hd
export DESIGN_NAME = tohex
export DESIGN_NICKNAME = tohex
export VERILOG_FILES = /design/flow/design.v
export SDC_FILE = /design/flow/constraint.sdc
export NUM_CORES = 4
export LEC_CHECK = 1
export CORE_AREA = 10 10 70 70
export DIE_AREA = 0 0 80 80
</file>
<file path="/design/flow/constraint.sdc">
current_design tohex

set clk_period 2.6
set clk_io_pct 0.2

create_clock -name clk0 -period $clk_period

set non_clock_inputs [all_inputs -no_clocks]
set_input_delay [expr $clk_period * $clk_io_pct] -clock clk0 $non_clock_inputs
set_output_delay [expr $clk_period * $clk_io_pct] -clock clk0 [all_outputs]
</file>
<file path="/design/flow/design.v">
module test;
	reg [3:0] a;
	reg [3:0] b;
	reg cin;
	wire [3:0]sum;
	wire carry;
	wire [6:0]display;
	 bit_four_add adder(.a(a), .b(b),.sum(sum), .carry(carry));
	 tohex hex(.sum(sum), .display(display));
	initial begin
		#5
		a=4'b0000;
		b=4'b0000;
		$monitor(carry);
		#5
		a=4'b1011;
		b=4'b1011;
		$monitor(carry);
		#5
		a=4'b0101;																	 
		b=4'b0010;
		$monitor(display);
		#5
		a=4'b0110;
		b=4'b0111;
		$monitor(display);
	end
endmodule
module bit_one_add(
		input wire cin,a,b,
		output wire carry,sum	
	);
	wire [1:0] sum1;
	assign sum1=cin+a+b;
	assign sum=sum1[0];
	assign carry = sum1[1];
endmodule
module bit_four_add(
	input [3:0] a,b,
	output [3:0] sum,
	output carry
	);
	wire c1,c2,c3,c4;
	bit_one_add adder(.a(a[0]), .b(b[0]), .cin(0),.sum(sum[0]), .carry(c1));
	bit_one_add addr(.a(a[1]), .b(b[1]), .cin(c1),.sum(sum[1]), .carry(c2));
	bit_one_add add(.a(a[2]), .b(b[2]), .cin(c2),.sum(sum[2]), .carry(c3));
	bit_one_add addi(.a(a[3]), .b(b[3]), .cin(c3),.sum(sum[3]), .carry(c4));
	assign  carry = c4;
endmodule
module tohex(
	input[3:0] sum,
	output [6:0] display
	);
	reg [6:0] disp;
	always @(*) begin
		if (sum==4'b0000) begin
			disp = 7'b0000001;
		end	
		else if (sum==4'b0001) begin
			disp = 7'b1001111;
		end	
		if (sum==4'b0010) begin
			disp = 7'b0010010;
		end	
		if (sum==4'b0011) begin
			disp = 7'b0000110;
		end	
		if (sum==4'h4) begin
			disp = 7'b1001100;
		end	
		if (sum==4'h5) begin
			disp = 7'b0100100;
		end	
		if (sum==4'h6) begin
			disp = 7'b0100000;
		end
		if (sum==4'h7) begin
			disp = 7'b0100000;
		end	
		if (sum==4'h8) begin
			disp = 7'b0000000;
		end
		if (sum==4'h9) begin
			disp = 7'b0000100;
		end
		if (sum==4'hA) begin
			disp = 7'b0001000;
		end
		if (sum==4'hB) begin
			disp = 7'b1100000;
		end
		if (sum==4'hC) begin
			disp = 7'b0110001;
		end
		if (sum==4'hD) begin
			disp = 7'b1000010;
		end
		if (sum==4'hE) begin
			disp = 7'b0110000;
		end
		if (sum==4'hF) begin
			disp = 7'b0111000;
		end
	end
	assign display = disp;
endmodule
</file>
<file path="/design/flow/run.sh">
#!/bin/bash
# OpenROAD 26Q1-2900-gdf79404cd8, Yosys 0.63+post, stock flow scripts
make -C /OpenROAD-flow-scripts/flow DESIGN_CONFIG=/design/flow/config.mk WORK_HOME=/design/flow/orfs finish
</file>
==> summary.txt <==
Summary of implementation figures.

Run status
The flow ran to the end, and the final reports show no timing, DRC or antenna violations.

Final timing
The setup-violating endpoint count in the final report is 0. In the finished design, the share of the clock period the worst path needs comes to about 100%. The minimum clock period after layout is roughly 2.5 ns. Setup repair after global routing left no endpoint under its margin. Counting pins that exceed their max-slew limit in the final report gives 0. The flow reports an fmax of approximately 400 MHz. The count of unclocked register or latch pins is 7. The number of unconstrained endpoints is 7. In the final report, the number of hold violations comes to 0.

Die
Per the OpenROAD floorplan log, the area of the die is between 0.006 and 0.007 mm^2. The core utilization before placement is under 10%. The number of ports placed on the die boundary is 11. The floorplan step set the die width to ~80 um. The vertical die dimension reported for this design is roughly 80 um.

After floorplanning, the core was sized to cover approximately 0.0034 mm^2. The number of core rows is 21.

Cells and area
The filler cells instantiated in the layout total 399. The share of layout cells above drive strength 1 is a little over a fifth. The register with the most flip-flops in the layout has 7 of them. The area taken by sequential standard cells is reported as 105 um^2. The area of the multi-input gates is between 200 and 250 um^2. The area growth from synthesis to layout is 65.5%.

Worst setup path
The kind of critical path is primary input to output port. STA classifies the critical path endpoint as an output port. Data on the critical path arrives at its endpoint at approximately 2.0 ns. Per the timing report, the biggest fanout along the worst path comes to 10. The required time at the worst endpoint is listed as roughly 2.1 ns. The critical path starts at sum[2]. The capturing instance or port of the critical path is display[4]. The worst setup path is launched from a primary input.

Synth
The number of standard cells after synthesis is 35. The number of distinct library cell variants in the gate-level netlist after synthesis is 25.

The synthesized area per cell is about 8.4 um^2. In the Yosys report the total cell count is 35. The number of warning messages in the yosys log is 1.

The cell area after synthesis is 294 um^2. The area of the synthesized netlist per yosys stat is around 290 um^2. The flip-flop and latch count after synthesis is 7.

Global routing
The overall overflow remaining after global route is 0. The via count of the first global-routing pass came to ~240. Entering global routing, the biggest net connects 13 pins. The wire length of the first global-routing pass is roughly 1.1 mm.

Across every metal layer, demand over resource in global routing totals under 10%. The number of antenna violations at the first check in global routing is 0.

Flow run
The total number of warnings across the stage logs is 32. The tool flagged a number of max-cap violations equal to 0.

Pwr
The report lists the power per cell area as about 120 mW/mm^2. The peak supply drop is about 0.03 mV. The analysis attributes to cell leakage a power of about 0.00021 uW. The overall power consumption is between 50 and 60 uW.

Drt
The DRC violation count after routing is 0. The average routed wire per standard cell is ~6.9 um. The antenna diode instance count is 0. The pre-antenna-repair detailed-routing pass consisted of 2 iterations. The average vias per placed instance is 2.68.

For this block, the via count after detailed routing is about 250. The number of DRC violations after detailed-routing iteration 0 is 4. For this block, the routed nets add up to about 650 um of wire. The count of nets left with antenna violations once routing finished came out at 0.

Placement
The final weighted congestion in routability-driven placement is 0.726. The wire-length estimate of the detail-placed layout is about 520 um. The port buffer count is 11.

Clock tree
The number of setup buffers added after CTS is 0.
## timing repair
item | in CTS | in global routing
setup endpoints to repair | 7 | 3
pin swaps | 2 | 1
hold buffers | 0 | 0
resized | 27 | 6
## power breakdown
part | internal, uW | leakage, uW | switching [uW]
logic | 26.2 | 0.000158 | 20.5
registers | 10.2 | 0.0000553 | 1.06
clock network | 0 | 0 | 0
## layout by cell type, fill, tap and decap left out
cell type and instances:
sky130_fd_sc_hd__dlxtn_1 7, sky130_fd_sc_hd__conb_1 7, sky130_fd_sc_hd__clkdlybuf4s50_1 6, sky130_fd_sc_hd__inv_1 2, sky130_fd_sc_hd__nor2_1 2, sky130_fd_sc_hd__buf_4 2
sky130_fd_sc_hd__buf_6 2, sky130_fd_sc_hd__nand2b_1 1, sky130_fd_sc_hd__o21a_1 1, sky130_fd_sc_hd__or2_4 1, sky130_fd_sc_hd__o221a_2 1, sky130_fd_sc_hd__nand3_1 1
sky130_fd_sc_hd__nand3b_1 1, sky130_fd_sc_hd__o311ai_4 1, sky130_fd_sc_hd__or2_2 1, sky130_fd_sc_hd__nand2_1 1, sky130_fd_sc_hd__xnor2_1 1, sky130_fd_sc_hd__mux2i_1 1
sky130_fd_sc_hd__nor2b_1 1, sky130_fd_sc_hd__a22o_1 1, sky130_fd_sc_hd__xor2_1 1, sky130_fd_sc_hd__a211oi_2 1, sky130_fd_sc_hd__a21oi_1 1, sky130_fd_sc_hd__nand4b_1 1
sky130_fd_sc_hd__or4b_4 1, sky130_fd_sc_hd__o211ai_1 1, sky130_fd_sc_hd__dlymetal6s2s_1 1
## synth_stat cells, drive strengths merged
master	number	share of area (%)
o211ai	1	2.6
nand3	1	1.7
nand2	1	1.3
or4b	1	3.4
or2	2	4.3
nand3b	1	2.6
nor2	2	2.6
xor2	1	3.0
dlxtn	7	36
o311ai	1	3.0
nand2b	1	2.1
nand4b	1	3.0
o21a	1	2.6
a211oi	1	2.6
a21oi	1	1.7
conb	1	1.3
o221a	1	3.8
xnor2	1	3.0
mux2i	1	3.4
buf	4	8.9
nor2b	1	2.1
a22o	1	3.0
inv	2	2.6
## layer usage
metal | up-vias | part of all wire, % | global-route usage, %
li1 | 138 | - | -
met1 | 107 | 49 | 2.79
met2 | 7 | 37 | 2.89
met3 | 0 | 14 | 0.909
met4 | 0 | 0 | 0
met5 | - | 0 | 0
## kinds of logic after synthesis
family / after synthesis / share of synthesized area [%]
AND-OR/OR-AND: 7 / 19.2
XOR/XNOR: 2 / 5.96
buffers and inverters: 6 / 11.5
latches: 7 / 35.7
multiplexers: 1 / 3.40
other: 1 / 1.28
AND/OR/NAND/NOR: 11 / 23.0
## area by class of cell
type / instances / share of cell area (%)
sequential: 7 / 21.6
multi-input combinational: 28 / 42.4
tap: 46 / 11.8
inverter: 2 / 1.54
timing repair buffer: 11 / 22.6
## through the flow
step	cells	worst slack [ns]	utilization, %	setup TNS, ns	area (um^2)
final	94	0.0736	14.2	0	487
after global routing	94	0.0207	14.2	0	487
after CTS	94	0.00540	13.6	0	463
after detailed placement	94	-0.511	13.4	-2.61	458
after global placement	94	-0.490	13.4	-2.40	458
after floorplan	41	0.543	-	0	317
## worst max-delay path, stage by stage
cell and delay, ns:
sky130_fd_sc_hd__buf_4 0.15, sky130_fd_sc_hd__or2_4 0.28, sky130_fd_sc_hd__o311ai_4 0.23, sky130_fd_sc_hd__dlxtn_1 0.37, sky130_fd_sc_hd__clkdlybuf4s50_1 0.46
Power and IR drop assume default switching activity.
